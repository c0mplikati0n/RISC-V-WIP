`config.mk`:
```
export PLATFORM = sky130hd
export DESIGN_NAME = rv32i_regs
export DESIGN_NICKNAME = rv32i_regs
export VERILOG_FILES = /design/flow/design.v
export SDC_FILE = /design/flow/constraint.sdc
export NUM_CORES = 4
export LEC_CHECK = 1
export CORE_UTILIZATION = 50
```
`constraint.sdc`:
```
current_design rv32i_regs

set clk_period 26.3
set clk_io_pct 0.2

create_clock -name clk0 -period $clk_period [get_ports {clk}]

set non_clock_inputs [all_inputs -no_clocks]
set_input_delay [expr $clk_period * $clk_io_pct] -clock clk0 $non_clock_inputs
set_output_delay [expr $clk_period * $clk_io_pct] -clock clk0 [all_outputs]
```
`design.v`:
```
module rv32i_regs (
	input clk,
	input reset,
	input [4:0] rs1_reg,		 
	input [4:0] rs2_reg,		 
	input wb_enable,			 
	input [4:0] wb_reg,		 
	input [31:0] wb_data,	 
	output [31:0] rs1_data,	 
	output [31:0] rs2_data	 
);
	reg [31:0] reg_file [0:31];
	always @(posedge clk) begin
		if (reset) begin
			reg_file[0] = 32'h0; reg_file[1] = 32'h0; reg_file[2] = 32'h0; reg_file[3] = 32'h0; 
			reg_file[4] = 32'h0; reg_file[5] = 32'h0; reg_file[6] = 32'h0; reg_file[7] = 32'h0; 
			reg_file[8] = 32'h0; reg_file[9] = 32'h0; reg_file[10] = 32'h0; reg_file[11] = 32'h0; 
			reg_file[12] = 32'h0; reg_file[13] = 32'h0; reg_file[14] = 32'h0; reg_file[15] = 32'h0; 
			reg_file[16] = 32'h0; reg_file[17] = 32'h0; reg_file[18] = 32'h0; reg_file[19] = 32'h0; 
			reg_file[20] = 32'h0; reg_file[21] = 32'h0; reg_file[22] = 32'h0; reg_file[23] = 32'h0; 
			reg_file[24] = 32'h0; reg_file[25] = 32'h0; reg_file[26] = 32'h0; reg_file[27] = 32'h0; 
			reg_file[28] = 32'h0; reg_file[29] = 32'h0; reg_file[30] = 32'h0; reg_file[31] = 32'h0;
		end
		else begin
			if (wb_enable && (wb_reg != 5'b0)) begin
				reg_file[wb_reg] = wb_data;
			end
		end
	end
	assign rs1_data = reg_file[rs1_reg];
	assign rs2_data = reg_file[rs2_reg];
endmodule
```
`run.sh`:
```
#!/bin/bash
# OpenROAD 26Q1-2900-gdf79404cd8, Yosys 0.63+post, stock flow scripts
make -C /OpenROAD-flow-scripts/flow DESIGN_CONFIG=/design/flow/config.mk WORK_HOME=/design/flow/orfs finish
```
==> flow_summary.yaml <==
# implementation run metrics
final_layout:
  finalInstanceArea_sq_um: 61600
  drive_gt1_share_pct: 7.95
  mostFrequentLayoutCells: "mux2i_1, edfxtp_1, and2_1"
  largest_reg_flops: 1024
  syn_to_final_growth_pct: 10.2
critical_path:
  crit_slowest_cell: "buf_4"
  critical_path_arrival_ns: 9.88
  crit_required_ns: 21.04
  cpMostUsedCell: "buf_4"
  cp-end-kind: "primary output"
  max_stage_delay_ns: 0.69
  startpoint_type: "primary input"
  crit_type: "in -> out"
  crit_fanout: 38
  crit_chain: "clkdlybuf4s50_1, nor2_4, buf_4, buf_4, buf_4, buf_4, a22o_1, nor3_1, a31oi_1, nand3_1, clkdlybuf4s50_1"
drt:
  first_iter_violations: 2739
  num_vias: 38098
  wire_per_inst_um: 32.2
  vias_per_cell: 6.19
  drcViolationCount: 0
  totalWireLength_um: 198000
  postRouteAntennaNets: 0
  drtPass1Iterations: 5
final_timing:
  hold_violations: 0
  slew_violations: 0
  setup_tns_ns: 0
  rsz0062_at_grt: "no"
  slew_headroom_pct: 35.0
  max_freq_ghz: 0.0660
  finalCritPeriodShare_pct: 57.6
  tightest_slew_ns: 0.972
  fin_crit_ns: 15.14
  postLayoutSetupSlackWorst_ns: 11.16
  setup_viol: 0
synth:
  avgSynthCellArea_sq_um: 12.1
  yosysWarnings: 1
  yosysSeqAreaShare_pct: 55.0
  synthCells: 4605
  ys_seq_elements: 1024
  yosys.stat.chipArea_sq_um: 55900
  synthDistinctLibCells: 29
  mappedNetlistArea_sq_um: 55900
  yosys-stat-cells: 4605
clocking:
  htree_num_levels: 3
  cts_resized: 0
  cts_tree: "built"
  path_clk_slew_ns: 0.06
  cts_setup_buffers: 0
  cts_root_buf: "clkbuf_16"
  cts_buffer_depth: 3
  cts_sinks: 1024
  cts_buffers: 112
  postCtsHoldBufs: 0
floorplanning:
  rows: 122
  fp_util_pct: 50.5
  die_h_um: 336
  design.core.area_sq_um: 111000
  die_width_um: 336
  dieArea_sq_um: 113000
  io_pins: 114
global_route:
  grt.total_usage_pct: 38.1
  antenna_found_initial: 10
  grt_pass1_vias: 38268
  grt_pass1_wl_um: 278000
  grt_start_max_net_pins: 89
  overflow: 0
place:
  placed_cell_area_sq_um: 58200
  io_buffers: 113
  dpl.hpwl_um: 106000
  place_ws_ns: 11.23
  gp_congestion: 0.901
status:
  outcome: "finished clean"
power:
  p_clk_share_pct: 38.1
  cellLeakagePower_nw: 23.9
  intPower_w: 0.00289
  pwr-share-seq_pct: 49.6
  p_comb_share_pct: 12.2
  ir_drop_mv: 0.0511
  p_sw_share_pct: 25.7
  power_switching_w: 0.000999
  power_density_nw_per_um2: 63.1
flow_run:
  cap_violations: 0
  tool_warnings: 26
hold_path:
  hp-class: "in -> reg"
[power by group through the flow]
stage	Clock, W	Combinational (W)	Sequential [W]
after CTS	0.00150	0.000468	0.00193
after global routing	0.00155	0.000499	0.00194
final	0.00148	0.000475	0.00193
[worst paths after layout]
kind | startpoint | to | slack [ns] | cells after the start
worst max-delay path | rs1_reg[0] | rs1_data[5] | 11.16 | 11
worst min-delay path | reset | reg_file[0][29]$_SDFFCE_PN0P_ | 5.06 | 1
[synth_stat cells (all sizes together)]
cell type / n / area (sq um)
a22oi: 192 / 1440
or3b: 2 / 22.5
nand2: 196 / 736
nand2b: 5 / 31.3
a22o: 128 / 1120
or3: 2 / 12.5
nor2b: 5 / 31.3
nand3: 194 / 976
nor3: 64 / 320
and2: 994 / 6220
clkbuf: 239 / 933
nor2: 35 / 196
nand3b: 4 / 33.8
mux2i: 1024 / 10200
a21oi: 192 / 961
conb: 1 / 3.75
or2: 33 / 206
a31oi: 64 / 400
edfxtp: 1024 / 30700
buf: 207 / 1240
[critical path, delay by kind of cell]
family | cells | cell delay [ns]
buffers and inverters | 6 | 3.39
AND-OR/OR-AND | 2 | 0.67
AND/OR/NAND/NOR | 3 | 0.44
[cells by family (layout without fill, tap and decap cells)]
family	count (synthesis)	after routing	share of synthesized area, %
buffers and inverters	446	462	3.90
multiplexers	1024	1024	18.3
other	1	44	0.00671
flip-flops	1024	1024	55.0
AND-OR/OR-AND	576	576	7.02
AND/OR/NAND/NOR	1534	1534	15.7
[area by class of cell]
| cell class | count | area (sq um) |
|---|---|---|
| fill | 8927 | 49100 |
| sequential | 1024 | 30700 |
| multi-input combinational | 3166 | 23300 |
| clock buffer | 143 | 2980 |
| timing repair buffer | 262 | 2310 |
| tap | 1488 | 1860 |
| clock inverter | 57 | 352 |
| antenna | 12 | 30.0 |
[per-layer routing]
metal  global-route usage, %  wire, um  vias to the layer above
li1                        -         -                    16784
met4                    13.9      9540                       10
met2                    54.9     89000                     2320
met3                    21.5     28600                      511
met1                    50.5     70700                    18473
met5                    1.02       150                        -
[through the flow]
stage | cells | utilization [%] | hold WS, ns | power (W)
floorplan | 4636 | - | 5.46 | 0.00223
global placement | 5940 | 52.6 | 5.79 | 0.00243
detailed placement | 5940 | 52.6 | 5.78 | 0.00243
CTS | 6140 | 55.6 | 5.03 | 0.00389
global route | 6142 | 55.6 | 5.07 | 0.00399
finish | 6152 | 55.7 | 5.06 | 0.00388
Power figures rest on the tool's default switching activity, not on a simulated workload.
