### ./config.mk
export PLATFORM = sky130hd
export DESIGN_NAME = rv32_mem_top
export DESIGN_NICKNAME = rv32_mem_top
export VERILOG_FILES = /design/flow/design.v
export SDC_FILE = /design/flow/constraint.sdc
export NUM_CORES = 4
export LEC_CHECK = 1
export CORE_AREA = 10 10 226 226
export DIE_AREA = 0 0 236 236
### ./constraint.sdc
current_design rv32_mem_top

set clk_period 6.6
set clk_io_pct 0.2

create_clock -name clk0 -period $clk_period [get_ports {clk}]

set non_clock_inputs [all_inputs -no_clocks]
set_input_delay [expr $clk_period * $clk_io_pct] -clock clk0 $non_clock_inputs
set_output_delay [expr $clk_period * $clk_io_pct] -clock clk0 [all_outputs]
### ./design.v
module rv32_mem_top(
	input clk,
	input reset,
	input [31:0] pc_in,
	input [31:0] iw_in,
	input [31:0] alu_in,
	input [4:0] wb_reg_in,
	input wb_enable_in,
	output reg [31:0] pc_out,
	output reg [31:0] iw_out,
	output reg [31:0] alu_out,
	output reg [4:0] wb_reg_out,
	output reg wb_enable_out,
	output df_mem_enable,
	output [4:0] df_mem_reg,
	output [31:0] df_mem_data,
	output [31:2] memif_addr,
	input [31:0] memif_rdata,
	output memif_we,
	output [3:0] memif_be,
	output [31:0] memif_wdata,
	output [31:2] io_addr,
	input [31:0] io_rdata,
	output io_we,
	output [3:0] io_be,
	output [31:0] io_wdata,
	input wb_from_ex_mem,
	output reg wb_from_mem_wb,
	input [31:0] rs2_data_from_ex,
	output [31:0] memif_rdata_to_wb,
	output [31:0] io_rdata_to_wb,
	output reg [1:0] control_wb,  
	input [31:0] alu_data_in
	);
	wire [6:0] opcode = iw_in[6:0];
	wire [2:0] funct3 = iw_in[14:12];
	wire [4:0] rd = iw_in[11:7];
	wire A31 = alu_in[31];
	wire is_S = (opcode == 7'b0100011);
	wire is_load = (opcode == 7'b0000011);
	wire [1:0] width = funct3[1:0];
	wire [1:0] addr_be = alu_in[1:0];
	wire is_word = ((is_S) && (width == 2'b10)) ? 1'b1 : 1'b0;
	wire is_hw0 = ((is_S) && (width == 2'b01) && (addr_be == 2'b00)) ? 1'b1 : 1'b0;
	wire is_hw1 = ((is_S) && (width == 2'b01) && (addr_be == 2'b01)) ? 1'b1 : 1'b0;
	wire is_hw2 = ((is_S) && (width == 2'b01) && (addr_be == 2'b10)) ? 1'b1 : 1'b0;
	wire is_byte0 = ((is_S) && (width == 2'b00) && (addr_be == 2'b00)) ? 1'b1 : 1'b0;
	wire is_byte1 = ((is_S) && (width == 2'b00) && (addr_be == 2'b01)) ? 1'b1 : 1'b0;
	wire is_byte2 = ((is_S) && (width == 2'b00) && (addr_be == 2'b10)) ? 1'b1 : 1'b0;
	wire is_byte3 = ((is_S) && (width == 2'b00) && (addr_be == 2'b11)) ? 1'b1 : 1'b0;
	wire [3:0] be = (is_S) ? ((is_word) ? 4'b1111 : (is_hw0) ? 4'b0011 : (is_hw1) ? 4'b0110 : (is_hw2) ? 4'b1100 : (is_byte0) ? 4'b0001 : (is_byte1) ? 4'b0010 : (is_byte2) ? 4'b0100 : (is_byte3) ? 4'b1000 : 4'b0000) : 4'b0000;
	wire [6:0] opcode_out = iw_out[6:0];
	wire [2:0] funct3_out = iw_out[14:12];
	wire is_S_out = (opcode_out == 7'b0100011);
	wire is_load_out = (opcode_out == 7'b0000011);
	wire [1:0] width_out = funct3_out[1:0];
	wire [1:0] addr_be_out = alu_out[1:0];
	wire is_unsigned = funct3_out[2];
	wire is_word_out = ((is_load_out) && (width_out == 2'b10)) ? 1'b1 : 1'b0;
	wire is_hw_out0 = ((is_load_out) && (width_out == 2'b01) && (addr_be_out == 2'b00)) ? 1'b1 : 1'b0;
	wire is_hw_out1 = ((is_load_out) && (width_out == 2'b01) && (addr_be_out == 2'b01)) ? 1'b1 : 1'b0;
	wire is_hw_out2 = ((is_load_out) && (width_out == 2'b01) && (addr_be_out == 2'b10)) ? 1'b1 : 1'b0;
	wire is_byte_out0 = ((is_load_out) && (width_out == 2'b00) && (addr_be_out == 2'b00)) ? 1'b1 : 1'b0;
	wire is_byte_out1 = ((is_load_out) && (width_out == 2'b00) && (addr_be_out == 2'b01)) ? 1'b1 : 1'b0;
	wire is_byte_out2 = ((is_load_out) && (width_out == 2'b00) && (addr_be_out == 2'b10)) ? 1'b1 : 1'b0;
	wire is_byte_out3 = ((is_load_out) && (width_out == 2'b00) && (addr_be_out == 2'b11)) ? 1'b1 : 1'b0;
	wire [3:0] be_load = (is_load_out) ? ((is_word_out) ? 4'b1111 : (is_hw_out0) ? 4'b0011 : (is_hw_out1) ? 4'b0110 : (is_hw_out2) ? 4'b1100 : (is_byte_out0) ? 4'b0001 : (is_byte_out1) ? 4'b0010 : (is_byte_out2) ? 4'b0100 : (is_byte_out3) ? 4'b1000 : 4'b0000) : 4'b0000;	
	reg [31:0] memif_rdata_register;
	reg [1:0] control_wb_register;
	always @(posedge(clk)) begin
		if (reset) begin
			pc_out = 32'h00000000;
			iw_out = 32'h00000013;
			alu_out = 32'h00000000;
			wb_reg_out = 5'b00000;
			wb_enable_out = 1'b0;
		end 
		else begin
			pc_out = pc_in;
			iw_out = iw_in;
			alu_out = alu_in;					 
			wb_enable_out = wb_enable_in;  
			wb_reg_out = wb_reg_in;			 
			control_wb = ((is_load) && (A31 == 1'b1)) ? 2'b10 : ((is_load) && (A31 == 1'b0)) ? 2'b01 : 2'b00;
			wb_from_mem_wb = wb_from_ex_mem;
		end
	end
	assign df_mem_enable = wb_enable_in;	 
	assign df_mem_reg = wb_reg_in;			 
	assign df_mem_data = alu_in;				 
	assign memif_addr = (wb_from_ex_mem) ? alu_in[31:2] : (is_load) ? alu_in[31:2] : 0;
	assign io_addr = (wb_from_ex_mem) ? alu_in[31:2] : (is_load) ? alu_in[31:2] : 0;
	assign memif_we = ((wb_from_ex_mem) && (A31 == 1'b0)) ? 1'b1 : 1'b0;  
	assign io_we =    ((wb_from_ex_mem) && (A31 == 1'b1)) ? 1'b1 : 1'b0;  
	assign memif_be = be;									 
	assign io_be = be;
	assign memif_wdata = (wb_from_ex_mem) ? ((is_word)  ? rs2_data_from_ex :
														  (is_hw0)   ? {16'h0000, rs2_data_from_ex[15:0]} :
														  (is_hw1)   ? {8'h00, rs2_data_from_ex[15:0], 8'h00} :
													     (is_hw2)   ? {rs2_data_from_ex[15:0], 16'h0000} :
													     (is_byte0) ? {24'h0, rs2_data_from_ex[7:0]} :
														  (is_byte1) ? {16'h0000, rs2_data_from_ex[7:0], 8'h00} :
														  (is_byte2) ? {8'h00, rs2_data_from_ex[7:0], 16'h0000} :
														  (is_byte3) ? {rs2_data_from_ex[7:0], 24'h000000} : 0) : 0;
	assign io_wdata = (wb_from_ex_mem) ? ((is_word)  ? rs2_data_from_ex :
												     (is_hw0)   ? {16'h0000, rs2_data_from_ex[15:0]} :
													  (is_hw1)   ? {8'h00, rs2_data_from_ex[15:0], 8'h00} :
													  (is_hw2)   ? {rs2_data_from_ex[15:0], 16'h0000} :
													  (is_byte0) ? {24'h0, rs2_data_from_ex[7:0]} :
													  (is_byte1) ? {16'h0000, rs2_data_from_ex[7:0], 8'h00} :
													  (is_byte2) ? {8'h00, rs2_data_from_ex[7:0], 16'h0000} :
													  (is_byte3) ? {rs2_data_from_ex[7:0], 24'h000000} : 0) : 0;
	assign memif_rdata_to_wb = (!is_unsigned) ? ((is_word_out)  ? memif_rdata :
														      (is_hw_out2)   ? {{16{memif_rdata[15]}}, memif_rdata[15:0]} :
																(is_hw_out1)   ? {{16{memif_rdata[23]}}, memif_rdata[23:8]} :
																(is_hw_out0)   ? {{16{memif_rdata[31]}}, memif_rdata[31:16]} :
																(is_byte_out3) ? {{24{memif_rdata[7]}}, memif_rdata[7:0]}   :
																(is_byte_out2) ? {{24{memif_rdata[15]}}, memif_rdata[15:8]}  :
																(is_byte_out1) ? {{24{memif_rdata[23]}}, memif_rdata[23:16]} :
																(is_byte_out0) ? {{24{memif_rdata[31]}}, memif_rdata[31:24]} : 0) :
																(is_word_out)  ? memif_rdata :
																(is_hw_out2)   ? {16'h0000, memif_rdata[15:0]} :
																(is_hw_out1)   ? {16'h0000, memif_rdata[23:8]} :
																(is_hw_out0)   ? {16'h0000, memif_rdata[31:16]} :
																(is_byte_out3) ? {24'h0, memif_rdata[7:0]}   :
																(is_byte_out2) ? {24'h0, memif_rdata[15:8]}  :
																(is_byte_out1) ? {24'h0, memif_rdata[23:16]} :
																(is_byte_out0) ? {24'h0, memif_rdata[31:24]} : 0;
	assign io_rdata_to_wb = (!is_unsigned) ? ((is_word_out)  ? io_rdata :
														   (is_hw_out2)   ? {{16{io_rdata[15]}}, io_rdata[15:0]} :
													      (is_hw_out1)   ? {{16{io_rdata[23]}}, io_rdata[23:8]} :
														   (is_hw_out0)   ? {{16{io_rdata[31]}}, io_rdata[31:16]} :
														   (is_byte_out3) ? {{24{io_rdata[7]}}, io_rdata[7:0]}   :
														   (is_byte_out2) ? {{24{io_rdata[15]}}, io_rdata[15:8]}  :
														   (is_byte_out1) ? {{24{io_rdata[23]}}, io_rdata[23:16]} :
														   (is_byte_out0) ? {{24{io_rdata[31]}}, io_rdata[31:24]} : 0) :
															(is_word_out)  ? io_rdata :
														   (is_hw_out2)   ? {16'h0000, io_rdata[15:0]} :
													      (is_hw_out1)   ? {16'h0000, io_rdata[23:8]} :
														   (is_hw_out0)   ? {16'h0000, io_rdata[31:16]} :
														   (is_byte_out3) ? {24'h0, io_rdata[7:0]}   :
														   (is_byte_out2) ? {24'h0, io_rdata[15:8]}  :
														   (is_byte_out1) ? {24'h0, io_rdata[23:16]} :
														   (is_byte_out0) ? {24'h0, io_rdata[31:24]} : 0;
endmodule
### ./run.sh
#!/bin/bash
# OpenROAD 26Q1-2900-gdf79404cd8, Yosys 0.63+post, stock flow scripts
make -C /OpenROAD-flow-scripts/flow DESIGN_CONFIG=/design/flow/config.mk WORK_HOME=/design/flow/orfs finish
==> reports/qor_table.md <==
| Parameter | Reported |
| --- | --- |
| M3 GR Usage | 5.903% |
| TritonCTS sink count | 105 |
| Syn Area/Cell | 8.768 um2 |
| Number of input and output port buffers inserted | 541 |
| Net switching component of the power | 470.7 uW |
| Result of the run | finished clean |
| Proportion of power drawn by combinational gates | 28.0% |
| RSZ-0062 raised after global routing | false |
| Final Util | 26.13% |
| Clock-pin slew on the worst setup and hold paths | 80 ps |
| Final sum of negative setup slack | 0 ps |
| Slew @ Worst Pin | 938.6 ps |
| Die ar. | 55700 um2 |
| Family of cells with the greatest summed delay on the critical path | simple AND/OR/NAND/NOR gates |
| Drt total wl | 39750 um |
| Routability-driven placement congestion ratio | 0.9213 |
| Number of antenna violations at the first check in global routing | 9 |
| IR drop worst, VDD | 122.0 uV |
| Yosys Chip Area | 6576 um2 |
| Number of DRC violations after detailed-routing iteration 0 | 411 |
| Maximum achievable frequency | 0.1844 GHz |
| CTS H-tree lvls | 3 |
| Fraction of power consumed by sequential logic | 40.2% |
| Ratio of cells with drive above 1 in the final layout | 7.388% |
| Core footprint | 46360 um2 |
| Number of max-cap violations | 0 |
| Post-CTS Repair Setup Buffers | 0 |
| Critical path buffer and inverter count | 2 |
| Final Hold Violating Endpoints | 0 |
| Root buffer selected by CTS | clkbuf_16 |
| Row Count | 79 |
| Netlist Area Pre-Place | 6576 um2 |
| Overall die height | 236 um |
| Post-layout min period | 5422 ps |
| Global-route wire length before repair | 56030 um |
| Count of instantiated cells in the yosys netlist | 750 |
| Worst setup path startpoint | iw_in[2] |
| Area added between synthesis and finish | 84.19% |
| Number of pins with negative max-slew slack in the final report | 0 |
| Number of vias in the routed layout | 7231 |
| Hpwl dp | 33530 um |
| Routed vias/inst | 4.078 |
| Total Routing Usage GR | 13.63% |
| ANT nets after route | 0 |
| Worst slew slack as a fraction of its limit | 36.95% |
| Stage delay of the slowest cell on the critical path | 770 ps |
| Filler cells | 4920 |
| Number of resized instances in the post-cts repair step | 0 |
| Number of global-route vias before repair | 7500 |
| Ys flops | 105 |
| Top-area cell share | 31.05% |
| Grt peak-use layer | met2 |
| Class of the most critical setup path | primary input to primary output |
| Area contributors post-synth | dfxtp_1 31%, nor2b_1 12%, buf_4 12% |
| CTS tree | yes |
| Final instance count without filler cells | 1773 |
| Leak pwr | 0.004347 uW |
| Sequential-to-total area share from yosys stat | 32.42% |
| Met1 usage | 16.20% |
| Power per Cell Area | 139.9 nW/um2 |
| Grt met2 use | 23.00% |
| Dominant cell type by count on the critical path | clkdlybuf4s50_1 |
| Die x size | 236 um |
| Clock power share | 31.7% |
| Core Density at Floorplan | 14.19% |
| Total tool warning count | 57 |
| Internal portion of total power | 1224 uW |
| Distinct cell type count of the synthesized netlist | 69 |
| Switching power as a share of total power | 27.78% |
| Most frequently used cell type in the post-synthesis netlist | nor2b_1 |
| Critical Path Fanout Max | 9 |
| Cells along the critical path | clkdlybuf4s50_1 > nand4bb_1 > nor4_2 > a22oi_1 > nor2_1 > clkdlybuf4s50_1 |
| Data required time at the worst endpoint | 5280 ps |
| Fraction of synthesis flops using an asynchronous set or reset pin | 0% |
| Most instantiated cells after synthesis | 131 x nor2b_1, 109 x buf_4, 102 x dfxtp_1, 56 x nor2_1, 34 x o21ai_0 |
| Last element of the critical path | memif_wdata[10] |
| Synthesized netlist cell count | 750 |
| Cell count after placement | 1755 |
| EDFF count, synth | 3 |
| Area of placed instances | 11830 um2 |
| Io pins | 574 |
| Crit path arrival time | 4100 ps |
| First-pass iteration count of the detailed router | 5 |
| Design Area, Final | 12110 um2 |
| Launching element type of the critical path | primary input |
| Number of synthesis warnings | 1 |
| Gr ovfl total | 0 |
| Hold-fix buffer count after cts | 0 |
| Maximum number of pins on one net before global-route repair | 57 |
| Worst path depth | 6 |
| Clock buffers created by TritonCTS | 9 |
| Predominant post-synthesis flop cell | dfxtp_1 |
| Slowest cell on crit path | nor4_2 |
| Type of destination of the critical path | primary output |
| Routed len/inst | 22.42 um |
| Synth area leader | dfxtp_1 |
| Crit share post-route | 82.15% |
| Count of final setup violators | 0 |
| Clock Path Buffers | 2 |
| Count of unresolved DRC violations after routing | 0 |
| Kind of path behind the tightest hold check | primary input to register |
worst min path at each step:
stage / start / to / slack (ps) / cells past startpoint
after CTS: reset / alu_out[31] / 1380 / 2
after global routing: reset / alu_out[22] / 1400 / 2
final: reset / alu_out[31] / 1390 / 2
power groups by stage:
stage / clock, uW / combinational, uW / sequential, uW
finish: 538 / 475 / 682
CTS: 572 / 483 / 682
global route: 597 / 512 / 685
cell families (layout without fill, tap and decap cells):
group,count (synthesis),count (layout),synth area share [%]
buf+inv,170,584,16.65
other cells,0,2,0
mux,40,40,7.534
simple gates,254,254,23.15
flops,105,105,32.42
compound gates,181,181,20.24
per-layer routing:
metal | wire length (um) | up-vias | part of all wire (%)
li1 | - | 3339 | -
met1 | 15490 | 3347 | 39
met2 | 19050 | 485 | 48
met3 | 4533 | 56 | 11
met4 | 660 | 4 | 1.7
met5 | 21 | - | 0.053
cells in the final DEF (no fill, tap or decap), types with 7 or more instances in the layout:
cell type        count
dfxtp_1            100
buf_4               17
o21ai_0             34
or2_2                7
a21oi_1             21
a2bb2oi_1           16
nand2_1             13
a211oi_1            18
nor2_1              55
clkdlybuf4s50_1    540
a21o_1              17
mux2i_1             18
mux2_2              16
a221o_1              7
a22o_1              16
a22oi_1              8
inv_1                9
and2_1              10
clkbuf_16            9
nor2b_1            131
stage by stage:
stage / setup slack, ps / hold slack (ps) / power [uW]
global route: 1034 / 1402 / 1794
detailed placement: 1221 / 1799 / 1176
finish: 1178 / 1387 / 1694
global placement: 1246 / 1797 / 1177
floorplan: 2559 / 1419 / 846.4
CTS: 1211 / 1376 / 1738
final cells by class:
type	instances	area (um2)	area share [%]
Timing Repair Buffer	557	5533	45.68
Multi-Input combinational cell	475	3358	27.72
Sequential cell	105	2135	17.62
Tap cell	607	759.5	6.270
Clock buffer	9	225.2	1.859
Clock inverter	7	56.30	0.4648
Inverter	11	41.29	0.3409
Antenna cell	2	5.005	0.04132
registers in the layout (all words and copies together) (netlist names):
signal and cells:
alu_out 32, control_wb 2, iw_out 32, pc_out 32, wb_enable_out 1, wb_from_mem_wb 1, wb_reg_out 5
Power and IR drop assume default switching activity.
