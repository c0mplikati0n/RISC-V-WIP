`/design/flow/config.mk`:
```
export PLATFORM = sky130hd
export DESIGN_NAME = rv32_id_top
export DESIGN_NICKNAME = rv32_id_top
export VERILOG_FILES = /design/flow/design.v
export SDC_FILE = /design/flow/constraint.sdc
export NUM_CORES = 4
export LEC_CHECK = 1
export CORE_AREA = 10 10 306 306
export DIE_AREA = 0 0 316 316
```
`/design/flow/constraint.sdc`:
```
current_design rv32_id_top

set clk_period 18.2
set clk_io_pct 0.2

create_clock -name clk0 -period $clk_period [get_ports {clk}]

set non_clock_inputs [all_inputs -no_clocks]
set_input_delay [expr $clk_period * $clk_io_pct] -clock clk0 $non_clock_inputs
set_output_delay [expr $clk_period * $clk_io_pct] -clock clk0 [all_outputs]
```
`/design/flow/design.v`:
```
module rv32_id_top(
	input clk,
	input reset,
	input [31:0] pc_in,
	input [31:0] iw_in,
	output jump_enable_out,
	output [31:0] jump_addr_out,
	output [4:0] regif_rs1_reg,
	output [4:0] regif_rs2_reg,
	input [31:0] regif_rs1_data,
	input [31:0] regif_rs2_data,
	output reg [31:0] pc_out,
	output reg [31:0] iw_out,
	output reg [31:0] reg_rs1_data,
	output reg [31:0] reg_rs2_data,
	output reg [4:0] wb_reg_out,
	output reg wb_enable_out,
	input df_ex_enable,
	input [4:0] df_ex_reg,
	input [31:0] df_ex_data,
	input df_mem_enable,
	input [4:0] df_mem_reg,
	input [31:0] df_mem_data,
	input df_wb_enable,
	input [4:0] df_wb_reg,
	input [31:0] df_wb_data,
	output reg wb_from_mem,
	output reg [31:0] rs2_data_to_ex,
	input df_wb_from_mem_ex,
	input df_wb_from_mem_mem,
	output pc_stop
	);
	wire [6:0] opcode;
	wire [2:0] funct3;
	wire [4:0] rd;
	wire is_R;
	wire is_S;
	wire rs1_ex_check;
	wire rs1_mem_check;
	wire rs1_wb_check;
	wire rs2_ex_check;
	wire rs2_mem_check;
	wire rs2_wb_check;
	wire [31:0] rs1_data_jump;
	wire [31:0] rs2_data_jump;
	wire is_JAL;
	wire is_JALR;
	wire is_B;
	wire is_BEQ;
	wire is_BNE;
	wire is_BLT;
	wire is_BGE;
	wire is_BLTU;
	wire is_BGEU;
	wire branch_condition;
	wire [11:0] imm_i;			 
   wire [11:0] imm_b;			 
   wire [19:0] imm_j;			 
	wire [31:0] i_imm_32;
	wire [31:0] sb_imm_32;
	wire [31:0] uj_imm_32;
	wire [31:0] addr_JALR;	 
	wire [31:0] addr_B;		 
	wire [31:0] addr_JAL;	 
	assign opcode = iw_in[6:0];
	assign funct3 = iw_in[14:12];
	assign rd = 	 iw_in[11:7];
	assign is_R = (opcode == 7'b0110011);
	assign is_B = (opcode == 7'b1100011);
	assign is_S = (opcode == 7'b0100011);
	assign regif_rs1_reg = iw_in[19:15];  
	assign regif_rs2_reg = (is_R || is_B || is_S) ? iw_in[24:20] : 5'b00000;  
	assign rs1_ex_check =  (((regif_rs1_reg == df_ex_reg)  && df_ex_enable)  && (regif_rs1_reg != 0));
	assign rs1_mem_check = (((regif_rs1_reg == df_mem_reg) && df_mem_enable) && (regif_rs1_reg != 0));
	assign rs1_wb_check =  (((regif_rs1_reg == df_wb_reg)  && df_wb_enable)  && (regif_rs1_reg != 0));
	assign rs2_ex_check =  (((regif_rs2_reg == df_ex_reg)  && df_ex_enable)  && (regif_rs2_reg != 0));
	assign rs2_mem_check = (((regif_rs2_reg == df_mem_reg) && df_mem_enable) && (regif_rs2_reg != 0));
	assign rs2_wb_check =  (((regif_rs2_reg == df_wb_reg)  && df_wb_enable)  && (regif_rs2_reg != 0));
	reg ebreak_detected;
	wire signed [31:0] signed_df_ex_data =  $signed(df_ex_data);
	wire signed [31:0] signed_df_mem_data = $signed(df_mem_data);
	wire signed [31:0] signed_df_wb_data =  $signed(df_wb_data);
	wire signed [31:0] signed_df_rs1_data = $signed(regif_rs1_data);
	wire signed [31:0] signed_df_rs2_data = $signed(regif_rs2_data);
	wire [31:0] unsigned_rs1_data_jump = (rs1_ex_check) ? df_ex_data : (rs1_mem_check) ? df_mem_data : (rs1_wb_check) ? df_wb_data : regif_rs1_data;
	wire [31:0] unsigned_rs2_data_jump = (rs2_ex_check) ? df_ex_data : (rs2_mem_check) ? df_mem_data : (rs2_wb_check) ? df_wb_data : regif_rs2_data;
	wire signed [31:0] signed_rs1_data_jump = (rs1_ex_check) ? signed_df_ex_data : (rs1_mem_check) ? signed_df_mem_data : (rs1_wb_check) ? signed_df_wb_data : signed_df_rs1_data;
	wire signed [31:0] signed_rs2_data_jump = (rs2_ex_check) ? signed_df_ex_data : (rs2_mem_check) ? signed_df_mem_data : (rs2_wb_check) ? signed_df_wb_data : signed_df_rs2_data;
	assign is_JAL =  (opcode == 7'b1101111);
	assign is_JALR = (opcode == 7'b1100111);
	assign is_BEQ =  is_B && (funct3 == 3'b000) && (signed_rs1_data_jump == signed_rs2_data_jump);
	assign is_BNE =  is_B && (funct3 == 3'b001) && (signed_rs1_data_jump != signed_rs2_data_jump);
	assign is_BLT =  is_B && (funct3 == 3'b100) && (signed_rs1_data_jump < signed_rs2_data_jump);
	assign is_BGE =  is_B && (funct3 == 3'b101) && (signed_rs1_data_jump >= signed_rs2_data_jump);
	assign is_BLTU = is_B && (funct3 == 3'b110) && (unsigned_rs1_data_jump < unsigned_rs2_data_jump);	 
	assign is_BGEU = is_B && (funct3 == 3'b111) && (unsigned_rs1_data_jump >= unsigned_rs2_data_jump);	 
	assign branch_condition = is_BEQ || is_BNE || is_BLT || is_BGE || is_BLTU || is_BGEU;
	assign jump_enable_out = (ebreak_detected) ? 32'h0 : (is_JAL || is_JALR || (is_B && branch_condition));
	assign imm_i = iw_in[31:20];
   assign imm_b = {iw_in[31], iw_in[7], iw_in[30:25], iw_in[11:8]};
   assign imm_j = {iw_in[31], iw_in[19:12], iw_in[20], iw_in[30:21]};
	wire signed [11:0] signed_imm_i;
	wire signed [31:0] extended_imm_i;
	assign signed_imm_i = $signed(imm_i);
	assign extended_imm_i = {{20{signed_imm_i[11]}}, signed_imm_i};
	wire signed [11:0] signed_imm_b;
	wire signed [31:0] extended_imm_b;
	assign signed_imm_b = $signed(imm_b);
	assign extended_imm_b = {{20{signed_imm_b[11]}}, signed_imm_b};
	wire signed [19:0] signed_imm_j;
	wire signed [31:0] extended_imm_j;
	assign signed_imm_j = $signed(imm_j);
	assign extended_imm_j = {{12{signed_imm_j[19]}}, signed_imm_j};
	wire signed [31:0] signed_pc_out = $signed(pc_out);
	assign addr_JALR = df_mem_data + extended_imm_i[11:0];	 
	assign addr_B = signed_pc_out + (2*extended_imm_b);		 
	assign addr_JAL = signed_pc_out + (2*extended_imm_j);		 
	assign jump_addr_out = (ebreak_detected) ? 32'h0 : (is_B && branch_condition) ? addr_B : (is_JAL) ? addr_JAL : (is_JALR) ? addr_JALR : 32'h0;
	reg [31:0] iw_out_next;
	reg jump_detected;
	always @(posedge(clk)) begin
		if (reset) begin
			ebreak_detected = 0;
			jump_detected = 0;
			iw_out_next = 32'h00000013;
			pc_out = 32'h00000000;
			iw_out = 32'h00000013;
			reg_rs1_data = 32'h00000000;
			reg_rs2_data = 32'h00000000;
			wb_reg_out = 5'b00000;
			wb_enable_out = 1'b0;
		end 
		else begin
			if (iw_in == 32'h00100073) begin
				ebreak_detected = 1'b1;				
				pc_out = 32'h00000000;
				iw_out = 32'h00000013;
				reg_rs1_data = 32'h00000000;
				reg_rs2_data = 32'h00000000;
				wb_reg_out = 5'b00000;
				wb_enable_out = 1'b1;
			end 
			else if (ebreak_detected == 0) begin
				if (jump_enable_out) begin
					jump_detected = 1'b1;
				end
				else if (jump_detected) begin
					jump_detected = 1'b0;
					iw_out_next = (!jump_detected) ? 32'h00000013 : iw_in;
				end
				else begin
					iw_out_next = iw_in;
				end
				pc_out = pc_in;
				iw_out = (jump_enable_out) ? iw_in : iw_out_next;
				reg_rs1_data = (rs1_ex_check) ? df_ex_data : (rs1_mem_check) ? df_mem_data : (rs1_wb_check) ? df_wb_data : regif_rs1_data;
				reg_rs2_data = (rs2_ex_check) ? df_ex_data : (rs2_mem_check) ? df_mem_data : (rs2_wb_check) ? df_wb_data : regif_rs2_data;
				rs2_data_to_ex = reg_rs2_data;
				wb_from_mem = (is_S) ? 1'b1 : 1'b0;
				case (opcode)
					7'b0110011: begin
						wb_reg_out = rd;
						wb_enable_out = 1'b1;
					end
					7'b1100111: begin					 
						wb_reg_out = rd;
						wb_enable_out = 1'b1;
					end
					7'b0000011: begin					 
						wb_reg_out = rd;
						wb_enable_out = 1'b1;
					end
					7'b0010011: begin  
						wb_reg_out = rd;
						wb_enable_out = 1'b1;
					end
					7'b0100011: begin					 
						wb_reg_out = 0;
						wb_enable_out = 1'b1;
					end
					7'b1100011: begin 				 
						wb_reg_out = 0;
						wb_enable_out = 1'b0;
					end
					7'b0110111: begin 				 
						wb_reg_out = rd;
						wb_enable_out = 1'b1;
					end
					7'b0010111: begin 				 
						wb_reg_out = rd;
						wb_enable_out = 1'b1;
					end
					7'b1101111: begin					 
						wb_reg_out = rd;
						wb_enable_out = 1'b1;
					end
					7'b1110011: begin
						if (iw_in == 32'h00100073) begin
							ebreak_detected = 1'b1;
							wb_enable_out = 1'b0;
						end
					end
				endcase
			end 
			else begin
				if (ebreak_detected == 1'b1) begin					
					pc_out = 32'h00000000;
					iw_out = 32'h00000013;
					reg_rs1_data = 32'h00000000;
					reg_rs2_data = 32'h00000000;
					wb_reg_out = 5'b00000;
					wb_enable_out = 1'b1;
				end
			end
		end
	end
endmodule	
```
`/design/flow/run.sh`:
```
#!/bin/bash
# OpenROAD 26Q1-2900-gdf79404cd8, Yosys 0.63+post, stock flow scripts
make -C /OpenROAD-flow-scripts/flow DESIGN_CONFIG=/design/flow/config.mk WORK_HOME=/design/flow/orfs finish
```
==> results.txt <==
fresh numbers from the pnr run: Critical Path End Type primary output, chip height 316 um, Setup Fix Bufs, Post-CTS 0, DPL Wire Length 57900 um, dominant cell type by area after synthesis dfxtp_1, Power Density a little over 60 nW/um^2, Area leader share roughly 22%, setup TNS 0 ps, ANT nets after route 0, post-CTS sizing 0, gpl congestion 0.922, outcome finished, final reports clean, largest net degree at the start of global routing 57, Post-synth area hogs dfxtp_1 (22%), ha_1 (9.0%), edfxtp_1 (8.2%), CP required 14560 ps, Main synth FF type dfxtp_1, RR Startpoint ebreak_detected, drt via density 4.05, synthesized area 12100 um^2, ys cells between 1000 and 1500, Core Region about 87000 um^2, Peak Freq roughly 0.065 GHz, share of layout cells above drive strength 1 4.70%, initial antenna violation count 19, vias in the first global route 12100, Setup Crit Path Kind in2out, hold path cells 4, Post-Syn Area per Cell 8.08 um^2, register share after synthesis 30.7%, cts bufs inserted 17, Die ar. between 90000 and 100000 um^2, GR Overflow Total 0, initial DRC count 872, Synth Register Bits 169, final core utilization a little over a fifth, hold buffer count at cts 0, Rel. slew slack 33.4%, Final min period ~15000 ps, gr usage total 13.4%, Worst Hold Class reg2reg, row count 108, P_leak just under 7 nW, Cells after Synth about 1500, Worst Path Arrival 11650 ps, FF-to-FF setup slack 15560 ps, final setup fails 0, router iterations before antenna repair 8, Routed WL 68500 um, htree depth 4, max_cap viols 0, worst-case reg-to-reg path depth 5, Clock transition at path regs 70 ps, count of input and output buffers roughly 450, worst r2r dst rs2_data_to_ex[31], fin crit share 84.0%, crit path capture jump_addr_out[30], YS chip area about 12000 um^2, Startpoint Class input pin, Async SR Flop Fraction 0%, CP startpoint iw_in[3], CTS tree built, unrepaired setup endpoints after global routing no, Synth-to-Final Area Change 52.9%, clock sinks 169, pre-CTS setup slack 2880 ps, Yosys cell types 78, Worst-Margin Slew 988 ps, # DRC 0, Max rail drop VDD 0.0000792 V, Die Width roughly 320 um, Vias 12500, clock skew 14.5 ps, root buffer cell clkbuf_16, Pins Over Slew Limit 0, Top-Level Pins 457, number of synthesized flops with an enable pin 33, number of OpenROAD warnings 27, first-pass GRT wire length 93200 um, clk latency late pin 520 ps, post-route setup slack approximately 2900 ps, yosys warns 2, post-DR wirelength/cell between 20 and 25 um, Final Hold Viols 0, worst-path maximum fanout 47, Clock Tree Buf Depth 2, fp util 13.9%
## report_power, final
part	internal, W	total (W)	switching, W
combinational	0.000166	0.000329	0.000163
sequential	0.000404	0.000413	0.00000880
clock	0.000185	0.000387	0.000203
total	0.000756	0.00113	0.000374
## per-layer routing
metal / wire length, um / global-route usage [%] / vias up
met2: 31100 / 21.3 / 476
met3: 5710 / 3.94 / 52
met4: 881 / 1.37 / 10
met5: 57 / 0 / -
li1: - / - / 6119
met1: 30800 / 18.5 / 5816
## layout make-up
type                    count  area (um^2)
repair buffers            483         4760
clock buffers              17          425
flip-flops and latches    169         3710
multi-input cells        1179         7780
inverters                  51          194
diodes                      7         17.5
clock inverters            15          174
fillers                  9615        68400
well taps                1155         1450
## worst min-delay path by stage
| stage | start | end | slack (ps) |
|---|---|---|---|
| final | wb_reg_out[0] | wb_reg_out[0] | 590 |
| after global routing | wb_reg_out[1] | wb_reg_out[1] | 650 |
| after CTS | jump_detected | jump_detected | 590 |
## worst max-delay path, cell delays in order
cell	delay, ps
clkdlybuf4s50_1	390
buf_4	280
or4b_1	600
a21oi_2	410
nand4_1	240
nor3_4	300
buf_4	340
buf_4	550
a21oi_1	360
ha_1	540
nand4_1	330
nor4_2	450
nand3_1	370
xor2_1	240
nor3_1	150
a41oi_1	70
nor2_1	330
or2_4	410
nand2_1	440
o32ai_1	570
clkdlybuf4s50_1	580
## Yosys cell counts (3+ instances only)
cell type	n
clkbuf_2	3
mux2i_1	68
buf_6	5
nand2_1	132
a21o_1	22
a22oi_1	14
ha_1	87
nand3_1	18
edfxtp_1	33
and3_1	9
xor2_1	38
o21ai_0	114
nor4_1	10
and4_1	3
o22ai_1	6
a31oi_1	5
nor2b_1	8
or2_2	3
o21bai_1	10
or3_1	8
o211ai_1	8
dfxtp_1	136
a211oi_1	38
fa_1	3
and2_1	103
xnor2_1	64
clkbuf_1	70
nand4_1	20
nor2_1	152
buf_4	8
inv_1	51
a31o_2	3
o21a_1	8
buf_2	6
o31ai_1	4
a21oi_1	127
nor3_1	30
buf_1	7
o21ai_1	3
nand2b_1	11
## cell usage in the layout (no fill, tap or decap), types with 7 or more instances in the layout
cell type,n
diode_2,7
mux2i_1,68
o21bai_1,10
xnor2_1,64
nor4_1,9
buf_4,30
or3_1,8
o21a_1,8
a21oi_1,127
nand4_1,20
a22oi_1,14
nand3_1,16
a211oi_1,38
and3_1,7
o21ai_0,114
xor2_1,38
ha_1,87
nand2_1,132
nor2_1,152
inv_1,50
nor3_1,30
o211ai_1,8
and2_1,103
edfxtp_1,33
dfxtp_1,136
nand2b_1,10
clkbuf_16,17
nor2b_1,8
clkdlybuf4s50_1,453
a21o_1,22
## sequential cells by signal, indices dropped and copies added (netlist names)
signal and cells:
wb_reg_out 5, rs2_data_to_ex 32, reg_rs1_data 32, iw_out 32
ebreak_detected 1, pc_out 32, wb_enable_out 1, jump_detected 1
wb_from_mem 1, reg_rs2_data 32
## per-stage QoR
step	hold slack [ps]	cell area, um^2	instances	power, W
2_1_floorplan	454	12100	1498	0.000569
3_3_place_gp	572	17900	3037	0.000755
3_5_place_dp	579	17900	3037	0.000755
4_1_cts	594	18500	3069	0.00116
5_1_grt	645	18500	3070	0.00119
6_report	588	18500	3076	0.00113
## cell families (layout without fill, tap and decap cells)
family | after synthesis | after routing | share of synthesized area, %
flip-flops | 169 | 169 | 30.7
other | 1 | 8 | 0.0310
XOR/XNOR | 102 | 102 | 7.38
multiplexers | 68 | 68 | 5.62
AND-OR/OR-AND | 398 | 398 | 20.4
AND/OR/NAND/NOR | 520 | 520 | 21.1
buffers and inverters | 150 | 566 | 5.30
adder cells (fa/ha/maj) | 90 | 90 | 9.49
Power figures rest on the tool's default switching activity, not on a simulated workload.
